[run.sh]
#!/bin/bash
# OpenROAD 26Q1-2900-gdf79404cd8, Yosys 0.63+post, stock flow scripts
make -C /OpenROAD-flow-scripts/flow DESIGN_CONFIG=/design/flow/config.mk WORK_HOME=/design/flow/orfs finish
[constraint.sdc]
current_design cnt121a

set clk_period 2.5
set clk_io_pct 0.2

create_clock -name clk0 -period $clk_period [get_ports {Clk}]

set non_clock_inputs [all_inputs -no_clocks]
set_input_delay [expr $clk_period * $clk_io_pct] -clock clk0 $non_clock_inputs
set_output_delay [expr $clk_period * $clk_io_pct] -clock clk0 [all_outputs]
[config.mk]
export PLATFORM = sky130hd
export DESIGN_NAME = cnt121a
export DESIGN_NICKNAME = cnt121a
export VERILOG_FILES = /design/flow/design.v
export SDC_FILE = /design/flow/constraint.sdc
export NUM_CORES = 4
export LEC_CHECK = 1
export CORE_AREA = 10 10 79 79
export DIE_AREA = 0 0 89 89
[design.v]
module cnt121a( Q,TC,MR,Clk,CEP,CET,PE,D );
    input MR,Clk,CEP,CET,PE;
    input [7:0]D;
    output [7:0]Q;
    output TC;
    reg [7:0]Q;
    always @(negedge MR,posedge Clk)
        if(!MR)
            begin
                Q=0;
            end
        else if(CEP&CET&PE)
            begin
                Q=Q+1;
                if(Q==8'b01111000)
                    Q=0;
                end
        else if(!PE)
            Q=D;
    assign TC=&{CET,Q};
endmodule
==> Slide: Implementation Results <==
Flow Results at a Glance

Clocking
  • Root Driver: clkbuf_8
  • Clk slew on worst S/H paths: 0.04 ns
  • Late-Pin Clk Latency: 0.23 ns
  • Max Root-Sink Buffers: 2
  • CTS tree: built
  • Hold-fix buffers at CTS: 0
  • Total CTS buffers: 3
  • H-Tree Depth: 1
  • CTS sink cnt: 8

Floorplanning
  • Chip height: 89 um
  • Die X: 89 um
  • Fp util: 13.0%
  • Die Area: 7920 um2
  • Top-Level Pins: 22
  • Placement Rows: 25
  • Floorplan core area: 4660 um2

Synthesis
  • Post-Syn Area per Cell: 9.06 um2
  • Main area contributors: dfrtp_1, xnor2_1, a21oi_1, and3_1, nand3_1
  • Max-area cell share: 33.0%
  • Cell Type Count: 26
  • Synth Seq Share: 33.0%
  • Synth Warn #: 1
  • Yosys cell count: 67
  • YS chip area: 607 um2
  • Largest area contributor in the netlist: dfrtp_1
  • #FFs+latches synth: 8
  • Post-Syn Area: 607 um2
  • Cells after Synth: 67

STA
  • Final setup TNS: 0 ns
  • RSZ-0062 raised after global routing: false
  • Min Tclk post-route: 2.36 ns
  • Final Cycle Share: 94.3%
  • Final hold vios: 0
  • Max Fclk: 424 MHz
  • Final setup fails: 0
  • Slew headroom: 67.6%
  • Worst-margin pin slew: 0.484 ns
  • Worst Skew: 0.000699 ns
  • Final hold slack: 0.566 ns
  • Pins Over Slew Limit: 0

Power and ir drop
  • Max VDD drop: 139 uV
  • P_leak: 0.361 nW
  • Pwr dens: 487 nW/um2
  • Pwr Total: 0.447 mW

Drt
  • Antenna Violating Nets Remaining: 0
  • DR pass1 iterations: 4
  • # DRC: 0
  • Drt first-iter violations: 32
  • Wire per inst: 13.0 um
  • Routed wire length: 1850 um
  • Avg Vias per Cell: 4.09
  • Routed vias: 585
  • Ant. Diodes: 0

Cells and area
  • Storage cell area: 201 um2
  • Share of cells above drive strength 1: 13.5%
  • Gate Area: 387 um2
  • Area growth, synth to finish: 51.3%
  • Largest register FFs: 8
  • Fill cell count: 504

Placement
  • HPWL Detailed: 1510 um
  • GP Congestion: 0.842
  • IO buf count: 21

Setup path
  • Setup crit end kind: primary output
  • Critical Path AT: 1.86 ns
  • Worst setup startpoint: Q[1]
  • Max FO, Critical Path: 7
  • Worst r2r src: Q[1]
  • Crit path required time: 2.00 ns
  • CP startpoint kind: flop
  • CP Class: flop to primary output

GRT
  • First-pass GRT wire length: 2970 um
  • Largest net degree at the start of global routing: 15
  • Gr ovfl total: 0
  • Antenna violations before repair: 0
  • Total global-route track usage: 4.73%
  • Via count of the first global-routing pass: 572

Run
  • Tool Warnings: 26
  • Max Cap Viol: 0

Worst hold path
  • Worst min path class: primary input to async pin

Outcome
  • Outcome: finished, final reports clean
kinds of logic after synthesis:
family | synth area share [%]
multiplexers | 1.65
flip-flops | 33.0
AND/OR/NAND/NOR | 26.6
buffers and inverters | 3.71
AND-OR/OR-AND | 19.4
adder cells (fa/ha/maj) | 4.12
XOR/XNOR | 11.5
path summary, 6_finish.rpt:
kind                       endpoint  slack, ns  cells past startpoint
setup / recovery                 TC       0.14                      5
max in group asynchronous      Q[0]       1.63                      1
setup reg to reg               Q[4]       0.69                      6
hold / removal                 Q[3]       0.57                      1
hold reg to reg                Q[0]       0.57                      1
min in group clk0              Q[0]       0.57                      1
Yosys cell counts:
cell type / number
o31ai_1: 3
nor2_1: 7
nand3_2: 1
a21oi_1: 7
a221oi_2: 1
nor3_1: 1
xor2_1: 3
and3_1: 5
dfrtp_1: 8
nand4_1: 2
inv_1: 3
nand2_1: 1
and3_4: 1
nor3b_1: 1
o21ai_0: 1
o211a_4: 1
and3_2: 2
mux2i_1: 1
clkbuf_1: 1
a31oi_1: 1
nor4b_1: 1
o41ai_2: 1
nand3_1: 6
ha_1: 2
buf_4: 1
xnor2_1: 5
repair_timing:
action                     4_1_cts  5_1_grt
setup endpoints to repair        0        1
gates resized                    0        2
setup buffers                    0        0
area by class of cell:
type,instances,share of cell area [%]
Multi-Input combinational cell,54,42.1
Clock buffer,3,4.50
Inverter,3,1.23
Timing Repair Buffer,21,22.9
Tap cell,54,7.36
Sequential cell,8,21.9
worst max-delay path, stage by stage, from the launching register on:
cell and delay [ns]:
dfrtp_1 0.45, ha_2 0.26, and3_1 0.20, nand3_1 0.12
nor2_1 0.12, clkdlybuf4s50_1 0.48
layout by cell type, fill, tap and decap left out, drive strengths merged, types with 5 or more instances in the layout:
cell,synthesis,routed
clkdlybuf4s50,0,21
xnor2,5,5
a21oi,7,7
nor2,7,7
nand3,7,7
and3,8,8
dfrtp,8,8
where the power goes:
| group | switching [mW] | internal [mW] | leakage, nW | total (mW) |
|---|---|---|---|---|
| combinational | 0.0443 | 0.0745 | 0.248 | 0.119 |
| clock | 0.0494 | 0.104 | 0.0216 | 0.154 |
| sequential | 0.0303 | 0.144 | 0.0923 | 0.175 |
| total | 0.124 | 0.323 | 0.361 | 0.447 |
per-layer routing:
metal	vias to the layer above	GRT usage [%]	part of all wire, %
met4	0	0.723	0.49
li1	294	-	-
met5	-	0	0
met1	279	6.07	42
met2	10	7.85	53
met3	2	1.38	4.4
through the flow:
stage                     cells  utilization, %  instance area [um2]  worst slack (ns)
after global routing        143            19.7                  918            0.0241
after CTS                   143            19.6                  915            0.0616
final                       143            19.7                  918             0.144
after detailed placement    140            18.7                  873             0.270
after floorplan              67               -                  607             0.867
after global placement      140            18.7                  873             0.281
No activity file was given, so power comes from the tool's default toggle rates.
