==> design.v <==
`timescale 1ns / 100ps
module Counter(
    Clk,
    MR,
    Q,
    TC
);
input        Clk;
input        MR;
output [3:0] Q;
output       TC;
wire         Clk;
wire         MR;
wire   [3:0] Q_net_0;
wire         TC_net_0;
wire         TC_net_1;
wire   [3:0] Q_net_1;
wire         VCC_net;
wire   [3:0] D_const_net_0;
assign VCC_net       = 1'b1;
assign D_const_net_0 = 4'h0;
assign TC_net_1 = TC_net_0;
assign TC       = TC_net_1;
assign Q_net_1  = Q_net_0;
assign Q[3:0]   = Q_net_1;
HC161 HC161_0(
        .MR  ( MR ),
        .Clk ( Clk ),
        .CEP ( VCC_net ),
        .CET ( VCC_net ),
        .PE  ( VCC_net ),
        .D   ( D_const_net_0 ),
        .TC  ( TC_net_0 ),
        .Q   ( Q_net_0 ) 
        );
endmodule
module HC161( Q,TC,MR,Clk,CEP,CET,PE,D );
    input MR,Clk,CEP,CET,PE;
    input [3:0]D;
    output [3:0]Q;
    output TC;
    reg [3:0]Q;
    always @(negedge MR,posedge Clk)
        if(!MR)
            begin
                Q=0;
            end
        else if(CEP&CET&PE)
            Q=Q+1;
        else if(!PE)
            Q=D;
    assign TC=&{CET,Q};
endmodule
==> run.sh <==
#!/bin/bash
# OpenROAD 26Q1-2900-gdf79404cd8, Yosys 0.63+post, stock flow scripts
make -C /OpenROAD-flow-scripts/flow DESIGN_CONFIG=/design/flow/config.mk WORK_HOME=/design/flow/orfs finish
==> config.mk <==
export PLATFORM = sky130hd
export DESIGN_NAME = Counter
export DESIGN_NICKNAME = Counter
export VERILOG_FILES = /design/flow/design.v
export SDC_FILE = /design/flow/constraint.sdc
export NUM_CORES = 4
export LEC_CHECK = 1
export CORE_AREA = 10 10 70 70
export DIE_AREA = 0 0 80 80
==> constraint.sdc <==
current_design Counter

set clk_period 1.0
set clk_io_pct 0.2

create_clock -name clk0 -period $clk_period [get_ports {Clk}]

set non_clock_inputs [all_inputs -no_clocks]
set_input_delay [expr $clk_period * $clk_io_pct] -clock clk0 $non_clock_inputs
set_output_delay [expr $clk_period * $clk_io_pct] -clock clk0 [all_outputs]
==> flow_summary.yaml <==
# yosys + openroad results
outcome:
  status: "complete, but fails checks"
  violations: "negative setup slack"
power:
  power.internal_uw: 300.9
  p_sw_frac: 0.2008
  p_leak_nw: 0.1776
  max-vdd-ir-drop_mv: 0.2322
  combinationalPowerShare: 0.017
  power_density_nw_per_um2: 1006
  p_sw_uw: 75.62
  clockPowerShare: 0.551
  power_frac_seq: 0.432
worst_setup_path:
  required_ns: 0.80
  crit_path_start_kind: "register"
  end_kind: "output port"
  cp.arrival_ns: 1.05
  critPathMaxFanout: 2
  reg2reg_depth: 4
  worstSetupPathType: "register to output port"
drt:
  firstDrtPassIters: 2
  antenna_cells: 0
  ant_nets: 0
  vias_per_cell: 2.014
  drt_iter0_drc: 3
  routedWlPerCell_um: 6.932
  drc: 0
  wl_um: 513
  vias: 149
yosys:
  most_common_cell: "dfrtp_1"
  ys_async_sr_fraction: 1.000
  top_area_frac: 0.6612
  synth-area-yosys_um2: 151.4
  largest_area_cell: "dfrtp_1"
  synthFlopType: "dfrtp_1"
  syn_area_per_cell_um2: 15.14
  synth_cells: 10
  mappedNetlistArea_um2: 151.4
  synth_warnings: 1
  top_cells_by_area: "dfrtp_1 (66%), ha_1 (8.3%), nand3_2 (6.6%)"
  ys_ff: 4
  yosysUniqueCellTypes: 7
  ys_cells: 10
  edf_count: 0
  ys_seq_share: 0.6612
grt:
  grt_max_degree: 5
  grt_pass1_vias: 147
  grt_overflow: 0
  antenna_found_initial: 0
  grt_pass1_wl_um: 731
  grt_usage: 0.01739
final_timing:
  rsz0062_at_grt: "true"
  fin_ws_ns: -0.2518
  worst_slew_pin_slew_ns: 0.1780
  post-route-period-util: 1.252
  max-slew-margin-rel: 0.8810
  skew_ns: 0.005639
  timing.fmax_mhz: 798.8
  finalSetupViolCount: 5
  finalHoldViolCount: 0
  tns_ns: -0.5865
  slew_viol_final: 0
  period_needed_ns: 1.252
finish:
  area_delta_synth_final_pct: 147.1
  drive_above_1_share: 0.7500
  largest_reg_flops: 4
clocking:
  cts_hold_buf: 0
  root_buffer: "clkbuf_4"
  clkTransAtPathRegs_ns: 0.04
  insertion_delay_ns: 0.24
  cts.sinks: 4
  cts_buffer_depth: 2
  cts_buffers: 3
  cts_tree: "yes"
  htree_levels: 1
floorplan:
  core-area_um2: 3416
  initial_utilization: 0.04432
  chipArea_um2: 6400
  io_pins: 7
  die_y_um: 80
  die_w_um: 80
  fp-row-count: 21
placement:
  io_buffers: 6
  place_ws_ns: -0.4004
  globalplace.congestion: 0.6803
  dp_hpwl_um: 363.6
hold_path:
  hp-class: "input port to async pin"
job:
  maxCapViolations: 0
  warning_count: 27
critical path, cell delays in order (launching register included):
cell     delay [ns]
dfrtp_1        0.37
ha_2           0.20
and3_4         0.14
buf_6          0.10
cells in the final DEF, fill, tap and decap left out:
master           n
xnor2_1          1
clkbuf_4         3
and3_4           1
clkbuf_2         1
nand3_2          1
ha_2             1
clkdlybuf4s50_1  1
buf_6            5
buf_4            7
dfrtp_1          4
inv_1            1
buf_2            1
xor2_2           1
cell type report:
class | instances | area (µm²)
fill | 403 | 3042
tap | 46 | 57.56
clock buffer | 3 | 22.52
inverter | 1 | 3.754
timing repair buffer | 15 | 128.9
multi-input combinational | 5 | 61.31
sequential | 4 | 100.1
final timing paths:
path / start / to / slack [ns]
worst min-delay path: MR / HC161_0.Q[3] / 0.15
worst max-delay path: HC161_0.Q[0] / TC / -0.25
worst max register to register: HC161_0.Q[0] / HC161_0.Q[2] / -0.04
min in group clk0: HC161_0.Q[1] / HC161_0.Q[1] / 0.51
worst min register to register: HC161_0.Q[1] / HC161_0.Q[1] / 0.51
max in group asynchronous: MR / HC161_0.Q[0] / 0.68
routing by layer:
metal  part of all wire  up-vias  track usage
met5                  0        -            0
met2               0.30       12      0.01605
met4              0.016        0     0.005282
met3               0.35        3      0.03750
li1                   -       67            -
met1               0.33       67      0.01268
through the flow:
step / hold slack, ns / utilization / instance area, µm² / power (mW) / std cells
after floorplan: -0.09559 / - / 151.4 / 0.1649 / 10
after global placement: 0.4131 / 0.08974 / 306.5 / 0.1712 / 67
after detailed placement: 0.4127 / 0.08974 / 306.5 / 0.1712 / 67
after CTS: 0.1558 / 0.1033 / 352.8 / 0.3830 / 72
after global routing: 0.1431 / 0.1095 / 374.1 / 0.4061 / 74
final: 0.1545 / 0.1095 / 374.1 / 0.3765 / 74
kinds of logic (layout without fill, tap and decap cells):
| logic type | count (synthesis) | count (layout) | synth area share |
|---|---|---|---|
| flops | 4 | 4 | 0.6612 |
| xor+xnor | 2 | 2 | 0.1157 |
| simple gates | 2 | 2 | 0.1157 |
| fa+ha+maj | 1 | 1 | 0.08263 |
| buf+inv | 1 | 19 | 0.02477 |
what timing repair did:
item / CTS / global route
setup buffers: 4 / 2
resized: 22 / 3
endpoints found under the setup margin: 5 / 5
pin swaps: 2 / 1
power groups by stage:
| stage | sequential [mW] | combinational [mW] | clock (mW) |
|---|---|---|---|
| after CTS | 0.163 | 0.00651 | 0.214 |
| after global routing | 0.163 | 0.00682 | 0.237 |
| final | 0.163 | 0.00628 | 0.207 |
No activity file was given, so power comes from the tool's default toggle rates.
