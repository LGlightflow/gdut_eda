**design.v**
```verilog
module HC85( A3,A2,A1,A0,B3,B2,B1,B0,QAGB,QASB,QAEB,IAGB,IASB, IAEB );  
input A3,A2,A1,A0,B3,B2,B1,B0,IAGB,IASB,IAEB;
output QAGB,QASB,QAEB;
reg QAGB, QASB, QAEB;
wire [3:0] DataA,DataB;
assign DataA= {A3, A2, A1,A0};
assign DataB= {B3, B2, B1,B0};
always @ (DataA or DataB)
	begin
	if (DataA > DataB)
		begin
		QAGB = 1;QASB = 0; QAEB = 0;
	end
	else if (DataA < DataB)
		begin
		QAGB = 0; QASB = 1; QAEB = 0;   
	end
	else if(IAGB & !IASB & !IAEB)
		begin
		QAGB = 1;QASB = 0; QAEB = 0;
	end
	else if(!IAGB & IASB & !IAEB)
		begin
	QAGB =0; QASB = 1; QAEB = 0;
	end
	else if(IAEB)
		begin
		QAEB = 1;QASB = 0; QAGB = 0;
	end
	else if(IAGB & IASB & !IAEB)
		begin
		QAGB=0;	QASB=0; QAEB=0;
	end
	else if(!IAGB & !IASB & !IAEB)
		begin
		QAGB=1;QASB=1;QAEB=0;
       end
	end
endmodule
```
**run.sh**
```bash
#!/bin/bash
# OpenROAD 26Q1-2900-gdf79404cd8, Yosys 0.63+post, stock flow scripts
make -C /OpenROAD-flow-scripts/flow DESIGN_CONFIG=/design/flow/config.mk WORK_HOME=/design/flow/orfs finish
```
**config.mk**
```make
export PLATFORM = sky130hd
export DESIGN_NAME = HC85
export DESIGN_NICKNAME = HC85
export VERILOG_FILES = /design/flow/design.v
export SDC_FILE = /design/flow/constraint.sdc
export NUM_CORES = 4
export LEC_CHECK = 1
export CORE_AREA = 10 10 70 70
export DIE_AREA = 0 0 80 80
```
**constraint.sdc**
```tcl
current_design HC85

set clk_period 1.9
set clk_io_pct 0.2

create_clock -name clk0 -period $clk_period

set non_clock_inputs [all_inputs -no_clocks]
set_input_delay [expr $clk_period * $clk_io_pct] -clock clk0 $non_clock_inputs
set_output_delay [expr $clk_period * $clk_io_pct] -clock clk0 [all_outputs]
```
==> flow_summary_export.csv <==
group,metric,value,unit
outcome,outcome,"finished, violations left",
outcome,violations,"negative setup slack",
yosys,topCellsByArea,"ha_1 27%, dlxtn_1 24%, inv_1 10%",
floorplan,rows,21,
yosys,postSynthAreaPerCell,8.051,um2
sta,fin_crit,2003,ps
grt,grt_antenna_before_repair,0,
yosys,top_cell,"inv_1",
grt,busiest_layer,"met2",
grt,grt_use_total,1.714,%
yosys,ff_type,"dlxtn_1",
power_and_ir_drop,power_density,188.7,mW/mm2
cells_and_area,drive_above_1_share,66.67,%
floorplan,die_h,80,um
power_and_ir_drop,total_power,0.00008806,W
floorplan,fp_util,5.421,%
clock_tree,post_cts_buffers,0,
placement,dp_cells,85,
routing,antenna_cells,0,
yosys,yosysCellCount,23,
grt,grt_max_degree,4,
critical_path,crit_required,1520,ps
cells_and_area,syn2layout_area_growth,152.0,%
yosys,synth_cells,23,
yosys,top_area_cell,"ha_1",
placement,port_buffers,14,
cells_and_area,design_area,466.7,um2
routing,wl,544,um
grt,grt.met3_usage,0.9091,%
yosys,common_cells,"5 x inv_1, 4 x ha_1, 3 x dlxtn_1, 2 x a21oi_1, 2 x nor2_1",
job,maxCapViolCount,0,
grt,grt_pass1_vias,228,
floorplan,chip_area,0.006400,mm2
grt,use_met1,1.795,%
critical_path,endpoint,"QAEB",
sta,hold_viol_final,0,
routing,dr.pass1.iters,1,
sta,unclocked_pins,3,
grt,grt_use_met2,3.130,%
placement,hpwl,452,um
sta,fmaxAchievable,499.4,MHz
job,warning_count,34,
critical_path,cp-startpoint,"B1",
sta,finalSetupViolCount,2,
yosys,ys_area,185.2,um2
routing,drt_iter0_markers,0,
yosys,netlist_area,185.2,um2
floorplan,io_pins,14,
yosys,yosysUniqueCellTypes,12,
grt,overflow,0,
power_and_ir_drop,vdd.ir_drop.worst,0.00002437,V
sta,rsz0062_at_grt,"yes",
clock_tree,cts_hold_buf,0,
cells_and_area,final-instance-count-excl-fill,85,
sta,untimed_endpoints,3,
floorplan,die_w,80,um
critical_path,crit_fanout,3,
routing,wl_per_cell,6.400,um
routing,drc_errors,0,
grt,grt_pass1_wl,945,um
sta,fin_crit_sh,105.4,%
placement,dpl-instance-area,390.4,um2
routing,antenna_left,0,
critical_path,crit_type,"input port to output port",
yosys,ys.flops,3,
power_and_ir_drop,p_leak,0.2058,nW
placement,place_ws,-915.7,ps
yosys,top_area_share,27.03,%
floorplan,core,0.003416,mm2
routing,num_vias,206,
yosys,synthArstFlopShare,0,%
yosys,edf_count,0,
critical_path,worstPathArrival,1620,ps
placement,gp_congestion,0.7431,
yosys,ys_warn_count,1,
critical_path,startpoint_type,"input port",
critical_path,cp-end-kind,"output port",
sta,slew_violations,0,
cells_and_area,fill_cells,390,
routing,viasPerCell,2.424,
sta,worst_slack,-102.6,ps
## layer usage
layer  vias to the layer above  wire length (um)
met5                         -                 0
met4                         0                 0
met2                        10               220
met3                         0                80
li1                        106                 -
met1                        90               244
## cell type report
class	count	area (um2)	area share (%)
inverter	5	21.27	4.558
multi-input combinational	17	207.7	44.50
timing repair buffer	14	133.9	28.69
sequential	3	46.29	9.920
tap	46	57.56	12.33
## cells by family (layout without fill, tap and decap cells)
logic type	Yosys count	in the layout	synth area share, %
AND/OR/NAND/NOR	5	5	13.52
latches	3	3	24.32
AND-OR/OR-AND	5	5	22.97
other	1	3	2.025
buffers and inverters	5	19	10.14
adder cells (fa/ha/maj)	4	4	27.03
## worst max-delay path, cell delays in order
cell and delay [ps]:
buf_6 70, inv_4 30, ha_4 250, nor2b_4 150, o211ai_4 100, a211oi_2 210
dlxtn_1 350, buf_2 80
## flip-flops by register name, indices dropped and copies added (netlist names)
name and cells:
QAGB 1, QAEB 1, QASB 1
## power breakdown
part / internal [W] / switching (W) / leakage (nW) / total [W]
sequential: 0.00000703 / 0.000000598 / 0.0238 / 0.00000763
combinational: 0.0000492 / 0.0000312 / 0.182 / 0.0000804
clock: 0 / 0 / 0 / 0
## stage by stage
stage          utilization (%)  TNS, ps
2_1_floorplan                -        0
3_3_place_gp             11.43    -2635
3_5_place_dp             11.43    -2682
4_1_cts                  13.22   -244.2
5_1_grt                  13.66   -437.1
6_report                 13.66   -175.1
## cell usage in the layout, fill, tap and decap left out
cell type and count:
a21oi_2 2, a21o_1 1, nor3_2 1, ha_4 4, dlxtn_2 1, inv_1 1
nor2_1 2, a211oi_2 1, nand4_1 1, buf_6 7, dlxtn_1 2, nor2b_4 1
clkdlybuf4s50_1 1, inv_2 3, o211ai_4 1, conb_1 3, inv_4 1, buf_2 4
dlymetal6s2s_1 2
## timing repair
item	in CTS	in global routing
gates resized	57	5
cloned	0	0
pin swaps	11	6
setup endpoints to repair	3	3
Power and IR drop assume default switching activity.
